<file path="./design.v">
`timescale 1ns / 1ps
module afifo #(
    parameter DATA_WIDTH = 32,
    parameter DEPTH      = 8,
    parameter PTR_WIDTH  = $clog2(DEPTH)
) (
    input  logic                  clk_w,
    input  logic                  clk_r,
    input  logic                  arst,
    input  logic                  we_i,
    input  logic                  re_i,
    input  logic [DATA_WIDTH-1:0] data_w,
    output logic [DATA_WIDTH-1:0] data_r,
    output logic                  full,
    output logic                  empty
);
logic [PTR_WIDTH:0] b_wptr, g_wptr;
logic [PTR_WIDTH:0] b_rptr, g_rptr;
logic [PTR_WIDTH:0] g_wptr_sync, g_rptr_sync;
wire [PTR_WIDTH-1:0] waddr = b_wptr[PTR_WIDTH-1:0];
wire [PTR_WIDTH-1:0] raddr = b_rptr[PTR_WIDTH-1:0];
synchronizer #(PTR_WIDTH) sync_wptr (
    .*, .clk(clk_r), .d_in(g_wptr), .d_out(g_wptr_sync)
);
synchronizer #(PTR_WIDTH) sync_rptr (
    .*, .clk(clk_w), .d_in(g_rptr), .d_out(g_rptr_sync)
);
wptr_handler #(PTR_WIDTH) wptr_h (
    .*, .w_en(we_i)
);
rptr_handler #(PTR_WIDTH) rptr_h (
    .*, .r_en(re_i)
);
fifo_mem #(DATA_WIDTH, DEPTH) fifo_mem_i (
    .*, .w_en(we_i), .r_en(re_i), .data_in(data_w), .data_out(data_r)
);
assign full  = (g_wptr == {~g_rptr_sync[PTR_WIDTH], g_rptr_sync[PTR_WIDTH-1:0]});
assign empty = (g_rptr == g_wptr_sync);
endmodule
`timescale 1ns / 1ps
module fifo_mem #(
    parameter DATA_WIDTH = 8,
    parameter DEPTH       = 8,
    localparam PTR_WIDTH  = $clog2(DEPTH)
) (
    input  logic                  clk_w,
    input  logic                  clk_r,
    input  logic                  arst,
    input  logic                  w_en,
    input  logic                  r_en,
    input  logic [PTR_WIDTH:0]    b_wptr,
    input  logic [PTR_WIDTH:0]    b_rptr,
    input  logic [DATA_WIDTH-1:0] data_in,
    input  logic                  full,
    input  logic                  empty,
    output logic [DATA_WIDTH-1:0] data_out
);
logic [DATA_WIDTH-1:0] fifo_mem_array [DEPTH];
always_ff @(posedge clk_w) begin
    if (w_en & !full)
        fifo_mem_array[b_wptr[PTR_WIDTH-1:0]] <= data_in;
end
always_ff @(posedge clk_r) begin
    if (arst)
        data_out <= '0;
    else if (r_en & !empty)
        data_out <= fifo_mem_array[b_rptr[PTR_WIDTH-1:0]];
end
endmodule
`timescale 1ns / 1ps
module rptr_handler #(
    parameter PTR_WIDTH = 3
) (
    input  logic                 clk_r,
    input  logic                 arst,
    input  logic                 r_en,
    input  logic [PTR_WIDTH:0]   g_wptr_sync,
    output logic [PTR_WIDTH:0]   b_rptr,
    output logic [PTR_WIDTH:0]   g_rptr,
    output logic                 empty
);
logic [PTR_WIDTH:0] b_rptr_next;
logic [PTR_WIDTH:0] g_rptr_next;
logic                rempty;
assign b_rptr_next = b_rptr + { {PTR_WIDTH{1'b0}}, (r_en & !empty) };
assign g_rptr_next = (b_rptr_next >> 1) ^ b_rptr_next;
assign rempty      = (g_wptr_sync == g_rptr_next);
always_ff @(posedge clk_r or posedge arst) begin
    if (arst) begin
        b_rptr <= '0;
        g_rptr <= '0;
    end else begin
        b_rptr <= b_rptr_next;
        g_rptr <= g_rptr_next;
    end
end
always_ff @(posedge clk_r or posedge arst) begin
    if (arst)
        empty <= 1'b1;
    else
        empty <= rempty;
end
endmodule
`timescale 1ns / 1ps
module synchronizer #(
    parameter WIDTH = 3
) (
    input  logic            clk,
    input  logic            arst,
    input  logic [WIDTH:0]  d_in,
    output logic [WIDTH:0]  d_out
);
logic [WIDTH:0] q1;
always_ff @(posedge clk) begin
    if (arst) begin
        q1    <= '0;
        d_out <= '0;
    end else begin
        q1    <= d_in;
        d_out <= q1;
    end
end
endmodule
`timescale 1ns / 1ps
module wptr_handler #(
    parameter PTR_WIDTH = 3
) (
    input  logic                clk_w,
    input  logic                arst,
    input  logic                w_en,
    input  logic [PTR_WIDTH:0]  g_rptr_sync,
    output logic [PTR_WIDTH:0]  b_wptr,
    output logic [PTR_WIDTH:0]  g_wptr,
    output logic               full
);
logic [PTR_WIDTH:0] b_wptr_next;
logic [PTR_WIDTH:0] g_wptr_next;
logic                wfull;
assign b_wptr_next = b_wptr + {{PTR_WIDTH{1'b0}}, (w_en & !full)};
assign g_wptr_next = (b_wptr_next >> 1) ^ b_wptr_next;
assign wfull        = (g_wptr_next == {~g_rptr_sync[PTR_WIDTH], g_rptr_sync[PTR_WIDTH-1:0]});
always_ff @(posedge clk_w or posedge arst) begin
    if (arst) begin
        b_wptr <= '0;
        g_wptr <= '0;
    end else begin
        b_wptr <= b_wptr_next;
        g_wptr <= g_wptr_next;
    end
end
always_ff @(posedge clk_w or posedge arst) begin
    if (arst)
        full <= 1'b0;
    else
        full <= wfull;
end
endmodule
</file>
<file path="./constraint.sdc">
current_design afifo

set clk_period 5.1
set clk_io_pct 0.2

create_clock -name clk0 -period $clk_period [get_ports {clk_r}]
create_clock -name clk1 -period $clk_period [get_ports {clk_w}]

set non_clock_inputs [all_inputs -no_clocks]
set_input_delay [expr $clk_period * $clk_io_pct] -clock clk0 $non_clock_inputs
set_output_delay [expr $clk_period * $clk_io_pct] -clock clk0 [all_outputs]
</file>
<file path="./config.mk">
export PLATFORM = sky130hd
export DESIGN_NAME = afifo
export DESIGN_NICKNAME = afifo
export VERILOG_FILES = /design/flow/design.v
export SDC_FILE = /design/flow/constraint.sdc
export NUM_CORES = 4
export LEC_CHECK = 1
export CORE_UTILIZATION = 50
</file>
<file path="./run.sh">
#!/bin/bash
# OpenROAD 26Q1-2900-gdf79404cd8, Yosys 0.63+post, stock flow scripts
make -C /OpenROAD-flow-scripts/flow DESIGN_CONFIG=/design/flow/config.mk WORK_HOME=/design/flow/orfs finish
</file>
==> flow_summary_export.csv <==
group,metric,value,unit
logic_synthesis,ys_area,0.01193,mm2
logic_synthesis,simple_gate_share,2.444,%
logic_synthesis,ys_cells,569,
run_status,firstError,"ERROR: Found 2 problems in 'check -assert'.",
logic_synthesis,yosys.area_share.adder,0.4196,%
logic_synthesis,ys_ff,320,
logic_synthesis,async_flop_share,5.000,%
run_status,lastStage,"1_2_yosys",
logic_synthesis,synth.most_common_cell,"edfxtp_1",
logic_synthesis,logic_family,"multiplexers",
logic_synthesis,synth-edff-count,256,
run_status,status,"did not finish",
logic_synthesis,ys_types,34,
logic_synthesis,synthTopCellsByCount,"edfxtp_1 (256), mux4_2 (64), dfxtp_1 (48)",
logic_synthesis,flop_cell,"edfxtp_1",
logic_synthesis,synthXorXnorAreaFrac,2.025,%
logic_synthesis,synthTopCellsByArea,"edfxtp_1 (64%), mux4_2 (12%), dfxtp_1 (8.1%)",
logic_synthesis,yosysWarnings,4,
logic_synthesis,top_area_cell,"edfxtp_1",
logic_synthesis,ys_sh_aoi,2.822,%
logic_synthesis,ys_seq_share,75.88,%
logic_synthesis,synth.area.mux_share,15.19,%
logic_synthesis,synthDominantCellAreaShare,64.46,%
## logic make-up after synthesis
family,after synthesis
muxes,97
AOI/OAI and AO/OA,38
xor gates and xnor gates,26
buffers and inverters,32
adders and majority gates,4
and+or+nand+nor,52
DFF,320
